## /design/flow/config.mk

```make
export PLATFORM = sky130hd
export DESIGN_NAME = PROGRAMA
export DESIGN_NICKNAME = PROGRAMA
export VERILOG_FILES = /design/flow/design.v
export SDC_FILE = /design/flow/constraint.sdc
export NUM_CORES = 4
export LEC_CHECK = 1
export CORE_UTILIZATION = 40
```

## /design/flow/constraint.sdc

```tcl
current_design PROGRAMA

set clk_period 10.0
set clk_io_pct 0.2

create_clock -name clk0 -period $clk_period [get_ports {CLK}]

set non_clock_inputs [all_inputs -no_clocks]
set_input_delay [expr $clk_period * $clk_io_pct] -clock clk0 $non_clock_inputs
set_output_delay [expr $clk_period * $clk_io_pct] -clock clk0 [all_outputs]
```

## /design/flow/design.v

```verilog
`timescale 1ns / 1ps
module ADD(
    input [7:0] A,
    input [7:0] B,
    output [7:0] Z
    );
	assign Z=A+B;
endmodule
`timescale 1ns / 1ps
module ALU(
    input signed [7:0] A,
    input signed [7:0] B,
    input [7:0] O,
    output [7:0] Z
    );
	 wire [7:0] sum, rest, y, o, x, s1,s2,no;
	 reg  [7:0] salida;	
	 ADD suma(A,B,sum);
	 SUB resta(A,B,rest);
	 AND and1(A,B,y);
	 OR  or1(A,B,o);
	 XOR xor1(A,B,x);
	 SRA sra1(A,B,s1);
	 SRL srl1(A,B,s2);
	 NOR nor1(A,B,no);
	 assign Z=salida;
	always @(O)
	begin
	case(O)
	8'b00100000: salida = sum;			 
	8'b00100001: salida = s2;			 
	8'b00100010: salida = rest;		 
	8'b00100011: salida = s1;         
	8'b00100100: salida = y;			 
	8'b00100101: salida = o;			 
	8'b00100110: salida = x;			 
	8'b00100111: salida = no;			 
	default 	  : salida = sum;
	endcase
	end
endmodule
`timescale 1ns / 1ps
module AND(
    input [7:0] A,
    input [7:0] B,
    output [7:0] Z
    );
	assign Z=A&B;
endmodule
`timescale 1ns / 1ps
module NOR(
    input [7:0] A,
    input [7:0] B,
    output [7:0] Z
    );
	assign Z=~(A|B);
endmodule
`timescale 1ns / 1ps
module OR(
    input [7:0] A,
    input [7:0] B,
    output [7:0] Z
    );
	assign Z=A|B;
endmodule
`timescale 1ns / 1ps
module PROGRAMA(
    input [7:0] SWITCH,
	 input [2:0] BOT,
    output [7:0] LED,
	 input CLK
    );
	reg [7:0] DATOA,DATOB,OP;
	wire [7:0] SALIDA;
	always @(posedge CLK)
	begin
	if(BOT[0]==1)
	DATOA=SWITCH;
	else if (BOT[1]==1)
	DATOB=SWITCH;
	else if (BOT[2]==1)
	OP=SWITCH;
	end
	ALU alu(.A(DATOA),.B(DATOB),.O(OP),.Z(SALIDA));
	assign LED = SALIDA;
endmodule
`timescale 1ns / 1ps
module SRA(
    input signed [7:0] A,
    input signed [7:0] B,
    output [7:0] Z
    );
	assign Z=A>>>B;
endmodule
`timescale 1ns / 1ps
module SRL(
    input [7:0] A,
    input [7:0] B,
    output [7:0] Z
    );
	assign Z=A>>B;
endmodule
`timescale 1ns / 1ps
module SUB(
    input [7:0] A,
    input [7:0] B,
    output [7:0] Z
    );
		assign Z=A-B;
endmodule
`timescale 1ns / 1ps
module XOR(
    input [7:0] A,
    input [7:0] B,
    output [7:0] Z
    );
	assign Z=A^B;
endmodule
```

## /design/flow/run.sh

```bash
#!/bin/bash
# OpenROAD 26Q1-2900-gdf79404cd8, Yosys 0.63+post, stock flow scripts
make -C /OpenROAD-flow-scripts/flow DESIGN_CONFIG=/design/flow/config.mk WORK_HOME=/design/flow/orfs finish
```

==> flow_summary.yaml <==
# synthesis and place-and-route metrics
place:
  gp_congestion: 0.969
  dp_hpwl_mm: 4.27
  io_buffers: 19
  post-place-ws_ns: 4.58
  place_inst: 334
yosys:
  synth_area_um2: 2340
  yosys.cell_types.count: 49
  edf_count: 24
  yosys-stat-cells: 255
  ys_seq_share: 0.308
  synth_flops: 24
  largest_area_cell: "edfxtp_1"
  async_reset_ff_frac: 0
  ys.flop_type: "edfxtp_1"
  synth.top_cell.area_share: 0.308
  ys.warnings.count: 2
  area_leaders: "edfxtp_1 (31%), ha_1 (13%), mux2i_1 (6.4%), xnor2_1 (6.0%), a21oi_1 (3.8%)"
  syn_inst: 255
  top_cells_by_count: "edfxtp_1 (24), ha_1 (24), nand2_1 (22)"
  yosys_area_um2: 2340
  syn_avg_cell_area_um2: 9.19
finish:
  seq_area_um2: 721
  final_util: 0.470
  logic_area_um2: 1490
  nFillCells: 542
  drive_gt1_frac: 0.0415
  fin_cells: 337
  area_growth_pct: 11.9
die:
  core-area_um2: 5570
  die_h_um: 78.5
  die-area_um2: 6170
  ios: 20
  fp_util: 0.420
  die_w_um: 78.5
  rows: 27
power:
  sw_frac_of_total: 0.302
  seq_power_share: 0.457
  pwr-share-clk: 0.180
  ir_worst_vdd_uv: 95.8
  power.switching_mw: 0.0886
  p_leak_nw: 1.03
  pwr-share-comb: 0.363
  power_density_nw_per_um2: 112
  p_int_mw: 0.205
sta:
  timing.setup.tns_ns: 0
  max-slew-margin-rel: 0.423
  finalCriticalPeriod_ns: 5.71
  finalClockPeriodUsage: 0.571
  setup_ws_ns: 4.29
  slew_viol_final: 0
  hold_viol: 0
  setup_violations: 0
  tightest_slew_ns: 0.843
  rsz0062_at_grt: "no"
  fmax_mhz: 175
clock_network:
  cts_buffers: 3
  clk_pin_slew_ns: 0.07
  cts_tree: "yes"
  cts_max_path_buffers: 2
  cts_resized: 0
  clock_sinks: 24
  post_cts_buffers: 0
  htree_levels: 1
  cts_hold_buf: 0
  clockRootBuffer: "clkbuf_8"
routing:
  wl_per_cell_um: 16.4
  ant_nets: 0
  wl_mm: 5.53
  routed_via_density: 5.55
  drtIter0Drc: 214
  drt-pass1-iter-count: 4
  diodes: 0
  drc_errors: 0
  routed-via-count: 1869
worst_setup_path:
  critPathCaptureType: "output pin"
  path_class: "register to output pin"
  critPathArrivalTime_ns: 3.71
  path_max_fanout: 17
  startpoint: "DATOB[1]"
  worstSetupStartpointType: "register"
  worstPathRequired_ns: 8.00
global_routing:
  first_global_vias: 1805
  grt_start_max_net_pins: 24
  grt_pass1_wl_mm: 9.05
  grtUsageTotal: 0.197
  antenna_found_initial: 0
  gr-total-overflow: 0
flow_run:
  maxCapViolCount: 0
  openroad.warnings: 34
hold_path:
  hold_class: "input pin to register"
  min-delay-start: "SWITCH[4]"
status:
  status: "finished, final reports clean"
power by group through the flow:
| stage | clock, mW | sequential, mW | combinational [mW] |
|---|---|---|---|
| after global routing | 0.0581 | 0.135 | 0.119 |
| final | 0.0528 | 0.134 | 0.107 |
| after CTS | 0.0548 | 0.134 | 0.107 |
worst paths after layout:
kind                   end  slack (ns)  cells after the start
setup / recovery    LED[7]        4.29                     11
hold / removal    DATOA[4]        2.34                      1
layout by cell type, fill, tap and decap left out, types with 11 or more instances in the layout:
cell type and count:
mux2i_1 15, ha_1 24, inv_1 18, edfxtp_1 24
xnor2_1 16, clkdlybuf4s50_1 19, o21ai_0 11, nor2_1 14
a21oi_1 18, nand2_1 22
critical path, stage by stage (launching register included):
cell,delay (ns)
edfxtp_1,0.66
clkinv_1,0.37
ha_1,0.36
mux2i_1,0.24
ha_1,0.28
nor2b_1,0.14
o2111ai_1,0.18
nand3_1,0.14
o41a_1,0.35
xnor2_1,0.16
a21o_1,0.13
clkdlybuf4s50_1,0.45
logic make-up (layout without fill, tap and decap cells):
| kind of cell | count (synthesis) | after routing | synth area share |
|---|---|---|---|
| multiplexers | 17 | 17 | 0.0737 |
| AND-OR/OR-AND | 70 | 70 | 0.201 |
| XOR/XNOR | 20 | 20 | 0.0747 |
| adder cells (fa/ha/maj) | 25 | 25 | 0.137 |
| AND/OR/NAND/NOR | 66 | 66 | 0.152 |
| flip-flops | 24 | 24 | 0.308 |
| buffers and inverters | 33 | 43 | 0.0550 |
flip-flops by register name, indices dropped and copies added, names as in the netlist:
signal  cells
DATOB       8
OP          8
DATOA       8
area by class of cell:
type / count / area share
sequential: 24 / 0.275
timing repair buffer: 21 / 0.0782
inverter: 19 / 0.0272
clock buffer: 3 / 0.0157
multi-input combinational: 198 / 0.570
tap: 72 / 0.0344
stage by stage:
step / power, mW / hold slack (ns) / cell area [µm²]
2_1_floorplan: 0.197 / 2.10 / 2340
3_3_place_gp: 0.243 / 2.62 / 2580
3_5_place_dp: 0.243 / 2.61 / 2580
4_1_cts: 0.296 / 2.34 / 2620
5_1_grt: 0.312 / 2.35 / 2620
6_report: 0.293 / 2.34 / 2620
metal layers:
layer | wire length (µm) | part of all wire | GRT usage
met1 | 2720 | 0.49 | 0.316
met2 | 2440 | 0.44 | 0.296
met3 | 214 | 0.039 | 0.0165
met4 | 152 | 0.028 | 0.0519
met5 | 0 | 0 | 0
Power figures rest on the tool's default switching activity, not on a simulated workload.
