**config.mk**
```make
export PLATFORM = sky130hd
export DESIGN_NAME = input_Alu
export DESIGN_NICKNAME = input_Alu
export VERILOG_FILES = /design/flow/design.v
export SDC_FILE = /design/flow/constraint.sdc
export NUM_CORES = 4
export LEC_CHECK = 1
export CORE_UTILIZATION = 50
```
**constraint.sdc**
```tcl
current_design input_Alu

set clk_period 4.4
set clk_io_pct 0.2

create_clock -name clk0 -period $clk_period [get_ports {clk}]

set non_clock_inputs [all_inputs -no_clocks]
set_input_delay [expr $clk_period * $clk_io_pct] -clock clk0 $non_clock_inputs
set_output_delay [expr $clk_period * $clk_io_pct] -clock clk0 [all_outputs]
```
**design.v**
```verilog
`timescale 1ns / 1ps
module input_Alu
(
clk,dato,reset,p1,p2,p3,salida
    );
parameter longDS = 8;    
parameter longO = 6;		 
input clk;
input p1;
input p2;
input p3;
input reset;
input [longDS-1:0]dato;
output [longDS-1:0]salida;
reg signed [longDS-1:0] nr1;  
reg signed [longDS-1:0] nr2;  
reg [longO-1:0] op;     
always @(posedge clk)
begin
    if(reset)
        begin
        nr1<=0;
        nr2<=0;
        op<=0;
        end
	if(p1==1)
		begin
		nr1<=dato;
		end
	if(p2==1)
		begin
		nr2<=dato;
		end
	if(p3==1)
		begin
		op<=dato[longO-1:0];
		end
end
modulo_alu #(.lenD(8),.lenO(6))alu (
	.nr1(nr1),
	.nr2(nr2),
	.operacion(op),
	.resultado(salida)
	);
endmodule
`timescale 1ns / 1ps
module modulo_alu #(parameter lenD = 8, parameter lenO = 6)
( 
	input signed [lenD-1:0] nr1,
	input signed [lenD-1:0] nr2,
	input [lenO-1:0] operacion,
	output reg [lenD-1:0] resultado
    );
	 always @(*)
	 begin
	 case(operacion)
	 6'b100000 : resultado = nr1+nr2;  
	 6'b100010 : resultado = nr1-nr2;  
	 6'b100100 : resultado = nr1&nr2;  
	 6'b100101 : resultado = nr1|nr2;  
	 6'b100110 : resultado = nr1^nr2;  
	 6'b000011 : resultado = nr1 >>> nr2;  
	 6'b000010 : resultado = nr1 >> nr2;  
	 6'b100111 : resultado = ~(nr1|nr2); 
	 default: resultado = -1;
	 endcase
	 end
endmodule
```
**run.sh**
```bash
#!/bin/bash
# OpenROAD 26Q1-2900-gdf79404cd8, Yosys 0.63+post, stock flow scripts
make -C /OpenROAD-flow-scripts/flow DESIGN_CONFIG=/design/flow/config.mk WORK_HOME=/design/flow/orfs finish
```
==> impl_metrics.ini <==
; yosys + openroad results
[setup_path]
worst_ep_required_time_ns = 3.52
peak_per_stage_delay_on_the_critical_path_ns = 0.50
cp.buffers_inverters = 1
worst-setup-path-type = reg2out
source_of_the_critical_timing_path = nr2[2]
worstSetupEndpoint = salida[7]
setup.worst_path.start_class = register
worst_path_most_repeated_cell = sky130_fd_sc_hd__o21ai_0
worst_path_dominant_cell_family = simple AND/OR/NAND/NOR gates
worst_setup_path_end_kind = primary output
critical_path_cell_count = 11
worst_path_arrival_time_ns = 3.32
worst-path-max-fanout = 10
path_cells = nor2_2 -> nand3_1 -> o21ai_0 -> xnor2_1 -> ha_1 -> or4_1 -> o21ai_0 -> a31oi_1 -> xnor2_1 -> o21ai_0 -> clkdlybuf4s50_1
timing.critical_path.slowest_stage_cell = sky130_fd_sc_hd__or4_1

[yosys]
post_synth_instance_area_sq_um = 2600
yosys-dominant-comb-family = simple AND/OR/NAND/NOR gates
synth.top_cell.area_share = 0.254
synth.area.top_cells = sky130_fd_sc_hd__edfxtp_1 (25%), sky130_fd_sc_hd__ha_1 (12%), sky130_fd_sc_hd__and2_1 (6.0%)
simple_gate_share = 0.218
synth.yosys.chip_area_sq_um = 2600
asyncSetResetFlopFracSynth = 0
yosysTopAreaCell = sky130_fd_sc_hd__edfxtp_1
ys_dominant_reg_cell = sky130_fd_sc_hd__edfxtp_1
syn-instance-count = 278
synth.lib_cells_used.distinct = 65
synth_xor_xnor_area_share = 0.0605
synth-cells-yosys = 278
common_cells = sky130_fd_sc_hd__and2_1 (25), sky130_fd_sc_hd__ha_1 (24), sky130_fd_sc_hd__edfxtp_1 (22)
count_of_synthesis_stage_warnings_from_yosys = 2
ys_sh_mux = 0.0875
syn_avg_cell_area_sq_um = 9.37
most_common_cell = sky130_fd_sc_hd__and2_1
ys_sh_adder = 0.123
synth-edff-count = 22
synth-compound-area-share = 0.185
ys.flops = 22
yosys.stat.seqShare = 0.254

[floorplanning]
die_span_in_x_um = 74.2
io_pins = 21
die-area_sq_um = 5500
die_y_um = 74.2
floorplanUtilization = 0.534
placeableCoreArea_sq_um = 4880
core.rowCount = 25

[cts]
tritoncts_buffers = 3
htree_num_levels = 1
tritoncts = yes
numClockSinks = 22
clockRootBuffer = sky130_fd_sc_hd__clkbuf_8
cts-root-to-sink-buffers = 2
cts_hold_buf = 0
worst_setup_hold_path_clk_slew_ns = 0.08

[power]
internal_power_mw = 0.546
pwr-share-clk = 0.226
switchingPower_mw = 0.282
swShare = 0.341
power.ir.vdd_worst_mv = 0.246
power.total_mw = 0.828
p_leak_nw = 1.14
power.share.combinational = 0.430
cellPowerDensity_nw_per_um2 = 282
share_seq_of_total_power = 0.344

[global_routing]
grt_first_pass_wirelength_mm = 10.8
grt-ovfl-total = 0
grt_start_max_net_pins = 20
antenna_found_initial = 0
grt_overall_usage = 0.278
vias_in_the_first_global_route = 2104

[placement]
numPortBuffers = 20
dp.final_hpwl_mm = 5.30
dp_slack_ns = 0.444
placedInstanceArea_sq_um = 2830
place_congestion = 0.965

[hold_path]
worst_hold_path_type = in2reg

[drt]
diodes = 0
drc = 0
drt-pass1-iter-count = 4
antenna_violating_nets_post_route = 0
viasPerCell = 5.84
routed_wirelength_mm = 6.70
drt_iter0_markers = 153
post_drt_wl_per_cell_um = 18.2
number_of_vias_after_detailed_routing = 2150

[flow_run]
maxCapViolations = 0
openroad.warnings = 35

[sta]
finalSetupViolations = 0
fmax_ghz = 0.238
min_period_over_period = 0.954
finalMaxSlewViolations = 0
maxSlewHeadroom = 0.636
worstMarginPinSlew_ns = 0.540
final_period_minus_worst_setup_slack_ns = 4.20
number_of_failing_hold_endpoints_at_the_final_stage = 0
timing.hold.ws_ns = 1.29
final.setup.worst_slack_ns = 0.201

[finish]
drive_gt1_frac = 0.150
area_delta_synth_final_pct = 12.5
finish.instance_area_sq_um = 2930

[outcome]
outcome = complete, no violations
layout by cell type, fill, tap and decap left out, types with 4 or more instances in the layout:
cell type / netlist / routed
sky130_fd_sc_hd__nand2_1: 12 / 12
sky130_fd_sc_hd__a211o_1: 5 / 5
sky130_fd_sc_hd__ha_1: 24 / 24
sky130_fd_sc_hd__a21oi_1: 14 / 14
sky130_fd_sc_hd__inv_1: 17 / 17
sky130_fd_sc_hd__mux2_2: 8 / 8
sky130_fd_sc_hd__xnor2_1: 15 / 15
sky130_fd_sc_hd__mux2i_1: 9 / 9
sky130_fd_sc_hd__o21a_1: 5 / 5
sky130_fd_sc_hd__or2_2: 4 / 4
sky130_fd_sc_hd__o21ai_0: 19 / 19
sky130_fd_sc_hd__nor4_1: 4 / 4
sky130_fd_sc_hd__a31oi_1: 4 / 4
sky130_fd_sc_hd__nand3_1: 7 / 7
sky130_fd_sc_hd__buf_4: 2 / 11
sky130_fd_sc_hd__and2_1: 25 / 25
sky130_fd_sc_hd__nor2b_1: 6 / 6
sky130_fd_sc_hd__edfxtp_1: 22 / 22
sky130_fd_sc_hd__nor2_1: 14 / 14
sky130_fd_sc_hd__clkdlybuf4s50_1: 0 / 20
power groups by stage:
stage | Clock [mW] | Combinational (mW) | Sequential (mW)
4_1_cts | 0.188 | 0.348 | 0.284
5_1_grt | 0.196 | 0.393 | 0.288
6_report | 0.187 | 0.356 | 0.285
cell type report:
class                           instances  area (sq um)
Fill cell                             435          1950
Inverter                               18          67.6
Tap cell                               67          83.8
Multi-Input combinational cell        226          1760
Clock buffer                            3          41.3
Sequential cell                        22           661
Clock inverter                          1          30.0
Timing Repair Buffer                   31           283
sequential cells by signal (all words and copies together) (netlist names):
name / cells
nr1: 8
op: 6
nr2: 8
per-stage QoR:
stage | util | setup TNS (ns) | std cells
after floorplan | - | 0 | 278
after global placement | 0.579 | 0 | 361
after detailed placement | 0.579 | 0 | 361
after CTS | 0.594 | 0 | 365
after global routing | 0.601 | -0.00847 | 368
final | 0.601 | 0 | 368
logic make-up after synthesis:
| kind of cell | Yosys count |
|---|---|
| AND-OR/OR-AND | 72 |
| XOR/XNOR | 18 |
| adder cells (fa/ha/maj) | 25 |
| buffers and inverters | 30 |
| flip-flops | 22 |
| multiplexers | 19 |
| AND/OR/NAND/NOR | 92 |
what timing repair did:
action                                 in CTS  in global routing
gates resized                               0                  1
setup buffers                               0                  3
endpoints found under the hold margin       0                  0
setup endpoints to repair                   0                  3
worst min path at each step:
stage | start | end | cells after the start
CTS | dato[7] | nr1[7] | 2
global route | dato[7] | nr1[7] | 2
finish | dato[7] | nr1[7] | 2
metal layers:
| metal | vias up | wire, um | GRT usage |
|---|---|---|---|
| met1 | 969 | 3010 | 0.419 |
| li1 | 1079 | - | - |
| met4 | 0 | 296 | 0.105 |
| met5 | - | 0 | 0 |
| met3 | 21 | 336 | 0.0247 |
| met2 | 81 | 3060 | 0.433 |
Power figures rest on the tool's default switching activity, not on a simulated workload.
